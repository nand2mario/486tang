==> design.v <==
package opl3_pkg;
    localparam CLK_FREQ = 24_576_000;
    localparam DAC_OUTPUT_WIDTH = 16;
    localparam INSTANTIATE_TIMERS = 1;  
    localparam NUM_LEDS = 0;  
    localparam INSTANTIATE_SAMPLE_SYNC_TO_DAC_CLK = 0;
    localparam DESIRED_SAMPLE_FREQ = 49_716;  
    localparam int CLK_DIV_COUNT = 494;  
    localparam ACTUAL_SAMPLE_FREQ = CLK_FREQ/CLK_DIV_COUNT;
    localparam NUM_REG_PER_BANK = 'hF6;
    localparam REG_FILE_DATA_WIDTH = 8;
    localparam REG_TIMER_WIDTH = 8;
    localparam REG_CONNECTION_SEL_WIDTH = 6;
    localparam REG_MULT_WIDTH = 4;
    localparam REG_FNUM_WIDTH = 10;
    localparam REG_BLOCK_WIDTH = 3;
    localparam REG_WS_WIDTH = 3;
    localparam REG_ENV_WIDTH = 4;
    localparam REG_TL_WIDTH = 6;
    localparam REG_KSL_WIDTH = 2;
    localparam REG_FB_WIDTH = 3;
    localparam SAMPLE_WIDTH = 16;
    localparam DAC_LEFT_SHIFT = signed'(DAC_OUTPUT_WIDTH - SAMPLE_WIDTH - 2) < 0 ? 0 : DAC_OUTPUT_WIDTH - SAMPLE_WIDTH - 3;
    localparam FINAL_ENV_WIDTH = 11;
    localparam OP_OUT_WIDTH = 13;
    localparam PHASE_ACC_WIDTH = 20;
    localparam PHASE_FINAL_WIDTH = 10;
    localparam VIB_VAL_WIDTH = REG_FNUM_WIDTH - 7;
    localparam ENV_SHIFT_WIDTH = 2;
    localparam TREMOLO_MAX_COUNT = 13*1024;
    localparam TREMOLO_INDEX_WIDTH = $clog2(TREMOLO_MAX_COUNT);
    localparam AM_VAL_WIDTH = TREMOLO_INDEX_WIDTH - 8;
    localparam KSL_ADD_WIDTH = 8;
    localparam NUM_BANKS = 2;
    localparam NUM_OPERATORS_PER_BANK = 18;
    localparam NUM_CHANNELS_PER_BANK = 9;
    localparam BANK_NUM_WIDTH = $clog2(NUM_BANKS);
    localparam OP_NUM_WIDTH = $clog2(NUM_OPERATORS_PER_BANK);
    localparam TIMER1_TICK_INTERVAL = 80e-6;   
    localparam TIMER2_TICK_INTERVAL = 320e-6;  
    typedef enum logic [2:0] {
        OP_NORMAL,
        OP_BASS_DRUM,
        OP_HI_HAT,
        OP_TOM_TOM,
        OP_SNARE_DRUM,
        OP_TOP_CYMBAL
    } operator_t;
    typedef struct packed {
        logic valid;
        logic bank_num;
        logic [REG_FILE_DATA_WIDTH-1:0] address;
        logic [REG_FILE_DATA_WIDTH-1:0] data;
    } opl3_reg_wr_t;
    typedef struct packed {
        logic valid;
        logic bank_num;
        logic [$clog2(NUM_OPERATORS_PER_BANK)-1:0] op_num;
        logic signed [OP_OUT_WIDTH-1:0] op_out;
    } operator_out_t;
endpackage
module async_fifo(
  input                       reset,           
  input                       write_clk,
  input                       write,
  input      [DATA_WIDTH-1:0] write_data,
  output reg                  can_write,
  input                       read_clk,
  input                       read,
  output reg [DATA_WIDTH-1:0] read_data,
  output reg                  can_read,
  output     [BUFFER_ADDR_WIDTH:0] read_available
);
    parameter DATA_WIDTH = 16;
    parameter BUFFER_ADDR_WIDTH = 8;
    parameter BUFFER_SIZE = 2 ** BUFFER_ADDR_WIDTH;
    reg [DATA_WIDTH-1:0] buffer [BUFFER_SIZE-1:0]   ;
    reg [1:0] wr_rst_sync;
    reg [1:0] rd_rst_sync;
    wire      wr_rst = wr_rst_sync[0];
    wire      rd_rst = rd_rst_sync[0];
    always @(posedge write_clk or posedge reset) begin
        if (reset) wr_rst_sync <= 2'b11; else wr_rst_sync <= {1'b0, wr_rst_sync[1]};
    end
    always @(posedge read_clk or posedge reset) begin
        if (reset) rd_rst_sync <= 2'b11; else rd_rst_sync <= {1'b0, rd_rst_sync[1]};
    end
    reg [BUFFER_ADDR_WIDTH:0] write_ptr;
    wire [BUFFER_ADDR_WIDTH-1:0] write_addr = write_ptr[BUFFER_ADDR_WIDTH-1:0];  
    reg [BUFFER_ADDR_WIDTH:0] write_ptr_grey_w;
    wire [BUFFER_ADDR_WIDTH:0] read_ptr_grey_w;
    wire [BUFFER_ADDR_WIDTH:0] next_write_ptr = write_ptr + 1;
    wire [BUFFER_ADDR_WIDTH:0] next_write_ptr_grey_w = (next_write_ptr >> 1) ^ next_write_ptr;
    wire current_can_write = write_ptr_grey_w != { ~read_ptr_grey_w[BUFFER_ADDR_WIDTH:BUFFER_ADDR_WIDTH-1], read_ptr_grey_w[BUFFER_ADDR_WIDTH-2:0] };
    wire next_can_write = next_write_ptr_grey_w != { ~read_ptr_grey_w[BUFFER_ADDR_WIDTH:BUFFER_ADDR_WIDTH-1], read_ptr_grey_w[BUFFER_ADDR_WIDTH-2:0] };
    always @(posedge write_clk) begin
        if (wr_rst) begin
            write_ptr <= 0;
            write_ptr_grey_w <= 0;
            can_write <= 1;
        end else begin
            if (write && can_write) begin
                write_ptr <= next_write_ptr;
                write_ptr_grey_w <= next_write_ptr_grey_w;
                can_write <= next_can_write;
            end else begin
                can_write <= current_can_write;
            end
        end
    end
    always @(posedge write_clk) begin
        if (write && can_write) begin
            buffer[write_addr] <= write_data;
        end
    end
    reg [BUFFER_ADDR_WIDTH:0] read_ptr;
    wire [BUFFER_ADDR_WIDTH-1:0] read_addr = read_ptr[BUFFER_ADDR_WIDTH-1:0];  
    reg [BUFFER_ADDR_WIDTH:0] read_ptr_grey_r;
    wire [BUFFER_ADDR_WIDTH:0] write_ptr_grey_r;
    function [BUFFER_ADDR_WIDTH:0] grey2bin;
        input [BUFFER_ADDR_WIDTH:0] g;
        integer i;
        begin
            grey2bin[BUFFER_ADDR_WIDTH] = g[BUFFER_ADDR_WIDTH];
            for (i = BUFFER_ADDR_WIDTH-1; i >= 0; i = i - 1) begin
                grey2bin[i] = grey2bin[i+1] ^ g[i];
            end
        end
    endfunction
    wire [BUFFER_ADDR_WIDTH:0] write_ptr_bin_r = grey2bin(write_ptr_grey_r);
    assign read_available = write_ptr_bin_r - read_ptr;
    wire [BUFFER_ADDR_WIDTH:0] next_read_ptr = read_ptr + 1;
    wire [BUFFER_ADDR_WIDTH:0] next_read_ptr_grey_r = (next_read_ptr >> 1) ^ next_read_ptr;
    wire current_can_read = read_ptr_grey_r != write_ptr_grey_r;
    wire next_can_read = next_read_ptr_grey_r != write_ptr_grey_r;
    always @(posedge read_clk) begin
        if (rd_rst) begin
            read_ptr <= 0;
            read_ptr_grey_r <= 0;
            read_data <= 0;
            can_read <= 0;
        end else begin
            if (read) begin
                if (can_read) begin
                    read_ptr <= next_read_ptr;
                    read_ptr_grey_r <= next_read_ptr_grey_r;
                end
                can_read <= next_can_read;
                if (next_can_read) begin
                    read_data <= buffer[next_read_ptr];
                end else begin
                    read_data <= 0;
                end
            end else begin
                can_read <= current_can_read;
                if (current_can_read) begin
                    read_data <= buffer[read_addr];
                end else begin
                    read_data <= 0;
                end
            end
        end
    end
    crossdomain #(.SIZE(BUFFER_ADDR_WIDTH+1)) read_ptr_grey_sync (
        .reset(wr_rst),
        .clk(write_clk),
        .data_in(read_ptr_grey_r),
        .data_out(read_ptr_grey_w)
    );
    crossdomain #(.SIZE(BUFFER_ADDR_WIDTH+1)) write_ptr_grey_sync (
        .reset(rd_rst),
        .clk(read_clk),
        .data_in(write_ptr_grey_w),
        .data_out(write_ptr_grey_r)
    );
endmodule
module crossdomain #(parameter SIZE = 1) (
  input reset,
  input clk,
  input [SIZE-1:0] data_in,
  output reg [SIZE-1:0] data_out
);
    reg [SIZE-1:0] data_tmp;
    always @(posedge clk) begin
        if (reset) begin
            {data_out, data_tmp} <= 0;
        end else begin
            {data_out, data_tmp} <= {data_tmp, data_in};
        end
    end
endmodule
==> run.sh <==
#!/bin/bash
# OpenROAD 26Q1-2900-gdf79404cd8, Yosys 0.63+post, stock flow scripts
make -C /OpenROAD-flow-scripts/flow DESIGN_CONFIG=/design/flow/config.mk WORK_HOME=/design/flow/orfs finish
==> config.mk <==
export PLATFORM = sky130hd
export DESIGN_NAME = async_fifo
export DESIGN_NICKNAME = async_fifo
export VERILOG_FILES = /design/flow/design.v
export SDC_FILE = /design/flow/constraint.sdc
export NUM_CORES = 4
export LEC_CHECK = 1
export CORE_UTILIZATION = 50
==> constraint.sdc <==
current_design async_fifo

set clk_period 172.2
set clk_io_pct 0.2

create_clock -name clk0 -period $clk_period [get_ports {read_clk}]
create_clock -name clk1 -period $clk_period [get_ports {write_clk}]

set non_clock_inputs [all_inputs -no_clocks]
set_input_delay [expr $clk_period * $clk_io_pct] -clock clk0 $non_clock_inputs
set_output_delay [expr $clk_period * $clk_io_pct] -clock clk0 [all_outputs]
==> GITHUB_STEP_SUMMARY <==
### Flow metrics

| Metric | Value |
|---|---|
| Internal power | `0.001708 W` |
| Share of cells above drive strength 1 | `0.2432` |
| Largest net degree at the start of global routing | `129` |
| Hold Path Class | `reg -> reg` |
| Max IR drop VDD | `0.009059 mV` |
| Library cell appearing most often on the critical path | `buf_4` |
| FP Util | `0.5032` |
| Die H | `570.7 um` |
| Placed inst area | `169500 sq um` |
| Comb pwr share | `0.082` |
| Vias in the first global route | `89452` |
| Synthesized area | `161700 sq um` |
| Fillers | `23108` |
| Floorplan Core Area | `321400 sq um` |
| Max Cap Viol | `0` |
| Leakage Power | `57.16 nW` |
| Warnings, synthesis | `2` |
| Remaining DRCs | `0` |
| Flip-flops with a built-in enable | `4096` |
| I/O Pins | `48` |
| Yosys cell count | `8031` |
| Largest fanout on the critical path | `51` |
| Final Max Slew Viols | `0` |
| Synthesis-to-finish area growth | `13.21%` |
| Core Rows | `208` |
| Sw power | `0.0004892 W` |
| Flop pwr share | `0.511` |
| Hold Path Stages | `0` |
| Vias per cell | `6.109` |
| Total Wirelength | `437.4 mm` |
| Placer's final routability congestion estimate | `0.8902` |
| Full die area | `325700 sq um` |
| Post-CTS resize count | `0` |
| Worst Tran Pin Value | `1174 ps` |
| Final hold violations | `0` |
| Setup Skew | `42.80 ps` |
| Combinational Area | `34770 sq um` |
| Port Buffers | `46` |
| Post-synthesis chip area from yosys | `161700 sq um` |
| Pwr dens | `12.00 nW/um^2` |
| Initial drt markers | `5349` |
| Via Count | `80781` |
| Ys flops | `4188` |
| CP Cell Sequence | `clkdlybuf4s50_1 -> buf_4 -> mux2_8 -> buf_4 -> buf_4 -> buf_4 -> buf_4 -> buf_4 -> buf_4 -> buf_4 -> mux4_2 -> nand2_1 -> a21oi_1 -> nor4_1 -> o22ai_1 -> a311o_1 -> a22o_1` |
| Critical Path End Type | `register` |
| Clock-pin slew on the worst setup and hold paths | `140 ps` |
| Gr usage total | `0.3116` |
| Hold path endpoint | `rd_rst_sync[0]` |
| Hold_sp | `rd_rst_sync[1]` |
| DP HPWL | `260.1 mm` |
| Reg area | `124900 sq um` |
| Switch share | `0.2226` |
| CP Data Arrival Time | `42750 ps` |
| Setup_tns | `0 ps` |
| RR Startpoint | `read_ptr[0]` |
| Commonest Layout Cell | `edfxtp_1` |
| Final Cell Area | `183100 sq um` |
| Max-area cell share | `0.7605` |
| Initial antenna violation count | `13` |
| Hold_buf cts | `9` |
| Congestion Overflow GR | `0` |
| Top_reg_cell synth | `edfxtp_1` |
| Remaining antenna violation count | `0` |
| Biggest area consumer among synthesized cells | `edfxtp_1` |
| Crit Path Category | `in -> reg` |
| Distinct lib cells | `64` |
| Post-synth ARST share | `0.0009551` |
| Slowest stage cell, crit path | `buf_4` |
| Min Hold Slack | `354.5 ps` |
| Syn Inst Count | `8031` |
| Setup Buffers After CTS | `0` |
| Clock power share | `0.407` |
| Global-route wire length before repair | `629.2 mm` |
| Top cells excl fill/tap | `edfxtp_1, mux4_2, nand2_1` |
| Slew HR | `0.2172` |
| Inst Count DP | `12410` |
| Stage-log warning count | `38` |
| CP Data Required Time | `172510 ps` |
| Routed wire length per instance | `33.08 um` |
| Worst path max stage delay | `730 ps` |
| Die width | `570.7 um` |
| FF-to-FF setup slack | `163550 ps` |
| CTS sink cnt | `4188` |
| CTS tree | `done` |
| R2r worst-path depth | `17` |
| RSZ-0062 raised after global routing | `false` |
| DRT Pass-1 Iters | `8` |
| Syn_area_per_cell | `20.14 sq um` |
| Sequential share of the synthesized area | `0.7720` |
| Status | `finished clean` |
| Cell area leaders | `edfxtp_1, mux4_2, nand2_1` |
| Fin cells | `13223` |
| Setup violators final | `0` |
| CP startpoint kind | `input port` |
| RR Endpoint | `read_data[6]` |
==> synth_stat cells, types with 13 or more instances <==
cell / instances
edfxtp_1: 4096
buf_4: 45
a32oi_1: 64
mux2i_1: 121
o2111ai_1: 24
nand2_1: 911
a311o_1: 19
ha_1: 13
xor2_1: 29
xnor2_1: 57
mux4_2: 973
nor4_1: 41
a22o_1: 16
inv_1: 21
o21ai_0: 38
buf_6: 28
nor2_1: 332
dfxtp_1: 88
nor2b_1: 46
o22ai_1: 49
a22oi_1: 14
buf_1: 55
clkbuf_1: 208
a31oi_1: 18
nand4_1: 52
buf_2: 139
nand3_1: 224
a21oi_1: 192
==> power groups by stage <==
stage | logic (W) | registers, W | clock network [W]
6_report | 0.000181 | 0.00112 | 0.000894
4_1_cts | 0.000184 | 0.00112 | 0.000908
5_1_grt | 0.000196 | 0.00112 | 0.000947
==> flip-flops by register name, indices dropped and copies added (netlist names), 2 cells and up <==
register / count
read_ptr_grey_r: 8
write_ptr_grey_sync.data_out: 9
wr_rst_sync: 2
rd_rst_sync: 2
read_ptr_grey_sync.data_out: 9
buffer: 4096
write_ptr_grey_w: 8
read_data: 16
read_ptr_grey_sync.data_tmp: 9
read_ptr: 9
write_ptr: 9
write_ptr_grey_sync.data_tmp: 9
==> cells by family after synthesis <==
family                   share of synthesized area
XOR/XNOR                                  0.005555
other                                   0.00002319
AND/OR/NAND/NOR                            0.04273
multiplexers                                0.1431
buffers and inverters                      0.01493
AND-OR/OR-AND                              0.02052
adder cells (fa/ha/maj)                   0.001130
flip-flops                                  0.7720
==> critical path: cells and delay by family <==
family	cells	cell delay, ps
AND-OR/OR-AND	4	980
multiplexers	2	910
AND/OR/NAND/NOR	2	470
buffers and inverters	9	5620
==> routing by layer <==
layer  global-route usage  routed length, um
met2               0.4268             201200
met3               0.2561              84140
met5              0.03513               1591
met1               0.3974             134100
met4              0.08742              16370
==> stage by stage <==
step / util / setup slack, ps / power [W]
2_1_floorplan: - / 134140 / 0.001265
4_1_cts: 0.5695 / 129770 / 0.002215
3_5_place_dp: 0.5274 / 129340 / 0.001328
6_report: 0.5697 / 129760 / 0.002197
3_3_place_gp: 0.5274 / 129410 / 0.001326
5_1_grt: 0.5696 / 129350 / 0.002265
==> worst max-delay path by stage <==
stage / startpoint / to / slack (ps) / cells after the start
4_1_cts: read / read_data[6] / 129770 / 17
5_1_grt: read / read_data[4] / 129350 / 17
6_report: read / read_data[6] / 129760 / 17
==> layout make-up <==
type                    count  area share
multi-input cells        3348      0.1899
clock buffers             517     0.06079
flip-flops and latches   4188      0.6820
diodes                     24   0.0003280
inverters                  21   0.0004305
well taps                4305     0.02942
repair buffers            557     0.02457
clock inverters           263     0.01258
No activity file was given, so power comes from the tool's default toggle rates.
